--- flow/run.sh ---
#!/bin/bash
# OpenROAD 26Q1-2900-gdf79404cd8, Yosys 0.63+post, stock flow scripts
make -C /OpenROAD-flow-scripts/flow DESIGN_CONFIG=/design/flow/config.mk WORK_HOME=/design/flow/orfs finish
--- flow/config.mk ---
export PLATFORM = sky130hd
export DESIGN_NAME = Mux_4
export DESIGN_NICKNAME = Mux_4
export VERILOG_FILES = /design/flow/design.v
export SDC_FILE = /design/flow/constraint.sdc
export NUM_CORES = 4
export LEC_CHECK = 1
export CORE_AREA = 10 10 95 95
export DIE_AREA = 0 0 105 105
--- flow/constraint.sdc ---
current_design Mux_4

set clk_period 1.5
set clk_io_pct 0.2

create_clock -name clk0 -period $clk_period

set non_clock_inputs [all_inputs -no_clocks]
set_input_delay [expr $clk_period * $clk_io_pct] -clock clk0 $non_clock_inputs
set_output_delay [expr $clk_period * $clk_io_pct] -clock clk0 [all_outputs]
--- flow/design.v ---
`timescale 1ns/1ps
module Mux_4(
                          MuxIn_0,
                          MuxIn_1,
                          MuxIn_2,
                          MuxIn_3,
                          Sel,
                          MuxOut);
   parameter NrOfBits = 32;
   input[NrOfBits-1:0]  MuxIn_0;
   input[NrOfBits-1:0]  MuxIn_1;
   input[NrOfBits-1:0]  MuxIn_2;
   input[NrOfBits-1:0]  MuxIn_3;
   input[1:0]  Sel;
   output[NrOfBits-1:0] MuxOut;
   reg[NrOfBits-1:0] s_selected_vector;
   assign MuxOut = s_selected_vector;
   always @(*)
   begin
      case (Sel)
         2'b00:
            s_selected_vector <= MuxIn_0;
         2'b01:
            s_selected_vector <= MuxIn_1;
         2'b10:
            s_selected_vector <= MuxIn_2;
         default:
            s_selected_vector <= MuxIn_3;
      endcase
   end
endmodule
==> metrics.cfg <==
[run_status]
outcome=finished with violations
violations=negative setup slack

[sta]
whs_ps=1088
slew_violations=0
hold_viol=0
fin_crit_ps=1566
worstMarginPinSlew_ps=158.3
setup_viol=29
fmax_mhz=638.7
period_used_pct=104.4
layout_setup_ws_ps=-65.79
rsz0062_at_grt=yes
slew_headroom_pct=89.52

[global_routing]
gr-max-usage-layer=met2
grt_pass1_vias=1522
gr-usage-met2_pct=20.77
met1_usage_pct=13.86
grtUsageMet3_pct=4.845
grt_pass1_wl_um=9873
grt_overflow=0
antenna_found_initial=2
grt_max_degree=17
grt_use_total_pct=11.80

[detailed_routing]
drt_wl_total_um=6903
viasPerCell=4.016
firstDrtPassIters=3
vias=1241
ant_nets=0
drt_iter0_drc=16
drc=0
avgRoutedWirePerCell_um=22.34

[worst_setup_path]
crit_chain=buf_12, buf_12, buf_4, mux4_2, buf_2
crit_family=multiplexers
cp-start-kind=input port
worst-path-buf-inv=4
end_kind=output port
required_ps=1200
crit_arrival_ps=1270
cp_max_fo=7
crit_top_cell=buf_12
cp_slowest_cell=mux4_2
slowest_delay_ps=500
critPathKind=in2out

[layout]
seqCellArea_um2=0
drive_gt1_share_pct=39.34
flop-count=0
fin_util_pct=35.42
synthToLayoutAreaGrowth_pct=200.3
clkbuf_count=0
comb_area_um2=720.7
fillers=743
final_area_um2=2446

[place]
place_area_um2=2525
preCtsSetupSlack_ps=-639.0
gp_congestion=0.8685
io_buffers=162
place_hpwl_um=6090

[synth]
topCellsByArea=mux4_2 83%, buf_12 7.4%, mux4_1 6.5%
ys_seq_share_pct=0
yosysWarningCount=1
yosysChipArea_um2=814.5
synthCells=39
ys_cells=39
synthDistinctLibCells=5
largest_area_cell=mux4_2
syn_area_um2=814.5
top_area_share_pct=82.95
avgSynthCellArea_um2=20.89

[die]
fp_util_pct=11.79
die_w_um=105
core_um2=6907
row_count=30
floorplan.die.height_um=105
die_area_um2=11030
io_pins=162

[job]
warnings=34
maxCapViolations=0

[clock_tree]
postCtsHoldBufs=0

[pwr]
ir_worst_vdd_v=0.0001200
power_density_nw_per_um2=246.9
p_leak_nw=1.161

[worst_hold_path]
hp-class=in2out

==> power by group <==
group | switching (mW) | internal (mW) | total, mW
clock network | 0 | 0.000000178 | 0.000000178
logic | 0.166 | 0.438 | 0.604
registers | 0 | 0 | 0
==> final timing paths <==
check / start / end / cells past startpoint / slack [ps]
setup / recovery: Sel[0] / MuxOut[28] / 5 / -70
hold / removal: MuxIn_1[8] / MuxOut[8] / 3 / 1090
==> cell usage in the layout, fill, tap and decap left out <==
cell	Yosys	routed
buf_12	3	7
buf_16	0	3
clkbuf_16	0	1
mux4_2	30	32
buf_6	1	3
buf_4	0	5
buf_2	3	32
dlygate4sd2_1	0	128
diode_2	0	2
==> cell usage after synthesis <==
master,instances
buf_12,3
buf_2,3
buf_6,1
mux4_1,2
mux4_2,30
==> cell families after synthesis <==
family	count (synthesis)	share of synthesized area, %
buffers and inverters	7	10.60
multiplexers	32	89.40
==> per-stage QoR <==
stage | TNS (ps) | power (mW) | std cells
3_3_place_gp | -19280 | 0.7428 | 293
6_report | -1195 | 0.6039 | 309
3_5_place_dp | -19310 | 0.7438 | 293
5_1_grt | -2324 | 0.6536 | 309
4_1_cts | -1022 | 0.6080 | 304
2_1_floorplan | 0 | 0.1885 | 39
==> area by class of cell <==
class	count	area share, %
Multi-Input combinational cell	32	29.46
Tap cell	96	4.910
Antenna cell	2	0.2046
Timing Repair Buffer	179	65.42
==> routing by layer <==
layer  up-vias  part of all wire (%)
met1       593                    39
li1        556                     -
met5         -                     0
met2        90                    50
met3         2                    10
met4         0                  0.45
==> timing repair <==
action                                  4_1_cts  5_1_grt
cloned                                        3        1
gates resized                               250        0
endpoints found under the setup margin       32       24
pin swaps                                     0        0
buffers inserted                              8        2
Power figures rest on the tool's default switching activity, not on a simulated workload.
