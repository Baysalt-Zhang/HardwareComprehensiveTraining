$ cat flow/config.mk
export PLATFORM = sky130hd
export DESIGN_NAME = RAM
export DESIGN_NICKNAME = RAM
export VERILOG_FILES = /design/flow/design.v
export SDC_FILE = /design/flow/constraint.sdc
export NUM_CORES = 4
export LEC_CHECK = 1
export CORE_UTILIZATION = 40
$ cat flow/constraint.sdc
current_design RAM

set clk_period 2.5
set clk_io_pct 0.2

create_clock -name clk0 -period $clk_period [get_ports {clk}]

set non_clock_inputs [all_inputs -no_clocks]
set_input_delay [expr $clk_period * $clk_io_pct] -clock clk0 $non_clock_inputs
set_output_delay [expr $clk_period * $clk_io_pct] -clock clk0 [all_outputs]
$ cat flow/design.v
`timescale 1ns/1ps
module RAM( clk,addr,
                d,
                we,
                q);
   input[9:0]  addr;
   input  clk;
   input[31:0]  d;
   input  we;
   output[31:0] q;
	reg [9:0] mem[31:0];
	always @ (posedge clk) begin
		if (we)
			mem[addr] <= d;
	end
	assign q = mem[addr];
endmodule
$ cat flow/run.sh
#!/bin/bash
# OpenROAD 26Q1-2900-gdf79404cd8, Yosys 0.63+post, stock flow scripts
make -C /OpenROAD-flow-scripts/flow DESIGN_CONFIG=/design/flow/config.mk WORK_HOME=/design/flow/orfs finish
==> impl_metrics.json <==
{
  "yosysUniqueCellTypes": 24,
  "fp_util_pct": 41.0,
  "gp_routability_congestion": 0.965,
  "powerDensity_nw_per_um2": 666,
  "arrival_time_of_data_at_the_critical_path_endpoint_ns": 2.09,
  "p_int_mw": 8.85,
  "routed-via-count": 7258,
  "grt_util_all_layers_pct": 21.4,
  "hold_path_depth": 4,
  "finalCriticalPeriod_ns": 2.59,
  "netlist_area_um2": 12600,
  "power.share.sequential_pct": 53.3,
  "top_regs": "mem x320",
  "run_status": "finished with violations",
  "finalClockPeriodUsage_pct": 103,
  "drv_slew": 0,
  "cpPeakStageDelay_ns": 0.58,
  "finalHoldViolCount": 0,
  "design.portCount": 76,
  "drt-wirelength-per-cell_um": 23.5,
  "sum_of_buffers_and_inverters_on_the_critical_path": 5,
  "power_frac_clock_pct": 38.9,
  "floorplan.core_area_um2": 30800,
  "clk_root_buffer_cell": "clkbuf_16",
  "maximum_number_of_pins_on_one_net_before_global_route_repair": 33,
  "floorplan_die_width_um": 180,
  "crit_path_max_delay_cell_type": "or4_4",
  "timing.final.ws_setup_ns": -0.0871,
  "chipArea_um2": 32300,
  "power.share.switching_pct": 21.2,
  "clkTransAtPathRegs_ns": 0.06,
  "finalNonFillerCells": 1325,
  "power_mw": 11.2,
  "worstPathRequired_ns": 2.00,
  "final_common_cell": "edfxtp_1",
  "fp.dieH_um": 180,
  "numPortBuffers": 26,
  "lay_top_cells": "edfxtp_1, mux2i_1, buf_4",
  "synthToLayoutAreaGrowth_pct": 33.3,
  "grt_pass1_vias": 7750,
  "first_pass_grt_wire_length_um": 47300,
  "cts.htree.levels": 1,
  "clock_tree_sinks": 320,
  "share_of_synthesized_area_occupied_by_flip_flops_and_latches_pct": 76.0,
  "antenna_found_initial": 0,
  "openroad.warnings": 54,
  "viasPerCell": 5.48,
  "worst_path_dominant_cell_family": "simple AND/OR/NAND/NOR gates",
  "violations_in_the_final_reports": "setup timing",
  "rsz0062_at_grt": "true",
  "synth.yosys.chip_area_um2": 12600,
  "finalSetupTns_ns": -0.603,
  "ys_cells": 712,
  "post-dp-hpwl_um": 18700,
  "path_depth": 9,
  "top_register": "mem",
  "timing.fmax_mhz": 387,
  "totalWireLength_um": 31200,
  "p_comb_share_pct": 7.8,
  "drt_pre_antenna_iters": 21,
  "endpoint_kind": "output pin",
  "antenna-diode-count": 0,
  "maximum_capacitance_violations": 0,
  "drive_above_1_share_pct": 38.5,
  "netlist_instances": 712,
  "setup_violation_total_in_the_final_timing_report": 9,
  "setup.worst_path.start_class": "input pin",
  "placed_cells": 1220,
  "std_cell_rows": 64,
  "postSynthAreaPerCell_um2": 17.8,
  "drtAntennaViolNets": 0,
  "timing.critical_path.cells": "buf_8 > buf_6 > or4_4 > buf_12 > buf_4 > o22ai_4 > nor4_2 > nand2_2 > buf_2",
  "cts_tree": "done",
  "critPathKind": "input pin to output pin",
  "route.detailed.drc": 0,
  "global_route.overflow_total": 0,
  "synth-warning-count": 1,
  "irDropWorstVdd_v": 0.000464,
  "hp-class": "input pin to register",
  "p_switching_mw": 2.38,
  "dr.first_iter.drc_count": 492,
  "ys.flops": 320,
  "largest_register_ffs": 320,
  "cts_buffers": 31,
  "clockBufferDepth": 3,
  "power.leakage_nw": 5.90,
  "worst-path-max-fanout": 5
}
==> what timing repair did <==
item,CTS,global route
resized,261,36
endpoints found under the hold margin,0,0
hold buffers,0,0
pin swaps,63,17
gates cloned,10,0
endpoints found under the setup margin,10,10
buffers inserted,47,3
==> tightest hold or removal path: cells and delay by family <==
kind | cells | cell delay [ns]
and+or+nand+nor | 2 | 0.20
buffers and inverters | 2 | 0.35
==> metal layers <==
| metal | GRT usage (%) | part of all wire, % |
|---|---|---|
| met5 | 0 | 0 |
| met4 | 4.83 | 3.1 |
| met3 | 13.2 | 14 |
| met2 | 30.9 | 45 |
| met1 | 29.0 | 38 |
==> final cells by class <==
cell class / count / area [um2]
clock buffers: 37 / 798
clock inverters: 21 / 164
fillers: 2228 / 14000
multi-input cells: 356 / 3870
flip-flops and latches: 320 / 9610
well taps: 396 / 495
repair buffers: 195 / 1900
==> worst paths after layout <==
check,slack (ns),start,endpoint
max,-0.09,addr[0],q[4]
min,0.68,addr[1],mem[31][9]$_DFFE_PP_
==> per-stage QoR <==
step / instance area, um2 / hold WS, ns / setup slack [ns] / utilization (%)
after floorplan: 12700 / 0.599 / 0.0507 / -
after global placement: 14100 / 1.32 / -0.936 / 45.9
after detailed placement: 14100 / 1.31 / -0.948 / 45.9
after CTS: 16700 / 0.656 / -0.129 / 54.0
after global routing: 16800 / 0.698 / -0.146 / 54.6
final: 16800 / 0.683 / -0.0871 / 54.6
==> kinds of logic (layout without fill, tap and decap cells) <==
group	Yosys count	after routing	share of synthesized area, %
buffers and inverters	60	253	3.03
flip-flops	320	320	76.0
multiplexers	160	160	12.7
AND-OR/OR-AND	80	80	3.96
other	1	22	0.0297
AND/OR/NAND/NOR	91	94	4.29
==> synthesized netlist by cell type <==
cell type	n	area, um2
or4b_4	2	27.5
nand4bb_1	5	56.3
buf_2	26	130
clkbuf_2	1	5.00
edfxtp_1	320	9610
nand3_1	2	10.0
or4_1	1	7.51
or3_1	1	6.26
nand4_2	1	12.5
nand4b_1	4	35.0
clkbuf_1	5	18.8
nor4_1	20	125
nor2_1	29	109
or4b_1	2	20.0
nand3b_1	4	30.0
o22ai_1	80	500
mux2i_1	160	1600
or4bb_1	1	11.3
or3b_2	3	26.3
buf_4	23	173
buf_6	5	56.3
nor3_1	4	20.0
nand2_1	12	45.0
conb_1	1	3.75
==> power by group through the flow <==
stage	Clock, mW	Sequential (mW)	Combinational [mW]
after CTS	4.42	5.98	0.853
after global routing	4.63	5.99	0.938
final	4.36	5.98	0.880
Power figures rest on the tool's default switching activity, not on a simulated workload.
